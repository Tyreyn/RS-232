==> ./design.v <==
module nadajnik(input clk_i,
                input [7:0]rxDATA,
                input start,
                output TXD_o,
                output TX_END
                );
parameter s_SPOCZYNEK = 3'b000;
parameter s_START = 3'b001;
parameter s_DATA = 3'b010;
parameter s_STOP = 3'b011;
parameter s_CZYSZCZENIE = 3'b100;
reg [2:0] SM = 0;
reg [31:0] licznik =0;
reg [2:0] licznikBIT =0;
reg przesylanie = 0;
reg [7:0]txDATA =0;
reg tx = 1;
reg txKONIEC = 0;
always @(posedge clk_i) begin
    case(SM)
        s_SPOCZYNEK:
            begin
                txKONIEC <= 0;
                licznik <= 0;
                licznikBIT <=0;
                if(start == 1) begin
                    przesylanie <= 1;
                    txDATA <= rxDATA + 8'h20;
                    SM <= s_START;
                end
            end
        s_START:
            begin
                tx <= 1'b0;
                if(licznik < 10416) begin
                    licznik <= licznik +1;
                    SM <= s_START;
                end
                else begin
                    licznik = 0;
                    SM <= s_DATA;
                end
            end
        s_DATA:
            begin
                tx<=txDATA[licznikBIT];
                if(licznik <10416)begin
                    licznik <= licznik + 1;
                    SM <= s_DATA;
                end
                else begin
                    licznik = 0;
                    if(licznikBIT <7)begin
                        licznikBIT<=licznikBIT +1;
                        SM<=s_DATA;
                    end
                    else begin
                        licznikBIT<=0;
                        SM <=s_STOP;
                    end
                end
            end
        s_STOP:
            begin
                tx<=1'b1;
                if(licznik < 10416) begin
                    licznik <= licznik +1;
                    SM<=s_STOP;
                end
                else begin
                txKONIEC = 1'b1;
                SM <= s_CZYSZCZENIE;
                end
            end
        s_CZYSZCZENIE:
            begin
                SM <= s_SPOCZYNEK;
                przesylanie <= 1'b0;
            end
        default:
             begin
                SM <=s_SPOCZYNEK;
        end
    endcase
end
assign TXD_o = tx;
assign TX_END = txKONIEC;
endmodule
`timescale 1ns/10ps
module odbiornik(input clk_i,
                 input RXD_i, 
                 input rst_i,
                 output rxODEBRANE,
                 output [7:0]rxData_o            
                 );
parameter s_SPOCZYNEK = 3'b000;
parameter s_START = 3'b001;
parameter s_DATA = 3'b010;
parameter s_STOP = 3'b011;
parameter s_CZYSZCZENIE = 3'b100;
parameter s_RESET = 3'b101;
reg rxDATA = 1'b1;
reg rxDATA_R = 1'b1;
reg [32:0] licznik = 0;
reg odebrane = 0;
reg [2:0]SM = 0;
reg [7:0] rxBIT = 0;
reg [2:0] licznikBIT = 0;
always @(posedge clk_i, negedge rst_i) begin
    if(rst_i == 1)begin
        SM <= s_RESET;
    end
    else begin
        rxDATA_R <= RXD_i;
        rxDATA <= rxDATA_R;
    end
end
always @(posedge clk_i) begin
    case(SM)
    s_RESET:
        begin
            licznik <= 0;
            licznikBIT <= 0;
            odebrane <= 0;
            rxBIT <= 0;
            SM <= s_SPOCZYNEK;
        end
    s_SPOCZYNEK:
        begin
            licznik = 0;
            licznikBIT = 0;
            odebrane = 0;
            if(rxDATA == 1'b0)
                SM <= s_START;
            else 
                SM <= s_SPOCZYNEK;
        end
    s_START:
        begin
            if(licznik == 10416/2) begin
                if(rxDATA == 1'b0) begin
                    licznik <= 0;
                    SM <= s_DATA;
                end
                else
                    SM <= s_SPOCZYNEK;
            end
            else begin
                licznik <= licznik +1;
                SM <= s_START;
            end
        end
    s_DATA:
        begin
            if(licznik < 10416) begin
                licznik <= licznik +1;
                SM <= s_DATA;
            end
            else begin
                licznik <=0;
                rxBIT[licznikBIT] <= rxDATA;
                if(licznikBIT < 7) begin
                    licznikBIT <= licznikBIT +1;
                    SM <= s_DATA;
                end
                else begin
                    licznikBIT <= 0;
                    SM <= s_STOP;
                end
            end
        end
        s_STOP:
            begin
                if(licznik < 10416) begin
                    licznik <= licznik +1;
                    SM <= s_STOP;
                end
                else begin
                    odebrane <= 1'b1;
                    licznik <= 0;
                    SM <= s_CZYSZCZENIE;
                end
            end
        s_CZYSZCZENIE:
            begin
                SM <= s_SPOCZYNEK;
                odebrane <= 1'b0;
            end
        default:
            SM <= s_SPOCZYNEK;
    endcase
end
    assign rxODEBRANE = odebrane;
    assign rxData_o = rxBIT;
endmodule
`timescale 1 ns / 10 ps
module top(input clk_i,
           input rst_i,
           input RXD_i,
           output reg CLK,
           output TXD_o
           );
wire [7:0] data;
wire txstart;
wire koniec;
odbiornik OD(clk_i,RXD_i,rst_i,txstart,data);
nadajnik NAD(clk_i,data,txstart,TXD_o,koniec);
endmodule
==> ./run.sh <==
#!/bin/bash
# OpenROAD 26Q1-2900-gdf79404cd8, Yosys 0.63+post, stock flow scripts
make -C /OpenROAD-flow-scripts/flow DESIGN_CONFIG=/design/flow/config.mk WORK_HOME=/design/flow/orfs finish
==> ./config.mk <==
export PLATFORM = sky130hd
export DESIGN_NAME = top
export DESIGN_NICKNAME = top
export VERILOG_FILES = /design/flow/design.v
export SDC_FILE = /design/flow/constraint.sdc
export NUM_CORES = 4
export LEC_CHECK = 1
export CORE_UTILIZATION = 30
==> ./constraint.sdc <==
current_design top

set clk_period 6.5
set clk_io_pct 0.2

create_clock -name clk0 -period $clk_period [get_ports {clk_i}]

set non_clock_inputs [all_inputs -no_clocks]
set_input_delay [expr $clk_period * $clk_io_pct] -clock clk0 $non_clock_inputs
set_output_delay [expr $clk_period * $clk_io_pct] -clock clk0 [all_outputs]
==> impl_metrics.sql <==
-- implementation run metrics
INSERT INTO impl_metrics (metric_group, metric, value, unit) VALUES
('route', 'drt-pass1-iter-count', '4', ''),
('worst_hold_path', 'min_path_type', 'flip-flop to flip-flop', ''),
('worst_setup_path', 'cpLargestDelayFamily', 'simple AND/OR/NAND/NOR gates', ''),
('worst_setup_path', 'ff2ff_setup_slack', '3960', 'ps'),
('finish', 'syn_to_final_growth', '8.09', '%'),
('synth', 'ys_ff', '39', ''),
('sta', 'fin_tns_setup', '0', 'ps'),
('finish', 'logic_area', '1040', 'um2'),
('outcome', 'run_status', 'completed', ''),
('synth', 'synthFlopType', 'sky130_fd_sc_hd__edfxtp_1', ''),
('die', 'dieHeight', '89.7', 'um'),
('worst_setup_path', 'worst-path-stages', '6', ''),
('worst_setup_path', 'cp_cell_sequence', 'or4_4 > a2111oi_4 > o311a_4 > nor2_1 > nor2_2 > buf_4', ''),
('clock_network', 'ctsRootBufferMaster', 'sky130_fd_sc_hd__clkbuf_8', ''),
('clock_network', 'cts_max_path_buffers', '2', ''),
('clock_network', 'clock_sinks', '39', ''),
('sta', 'worst_clock_skew', '6.71', 'ps'),
('worst_setup_path', 'timing.critical_path.buf_inv', '1', ''),
('route', 'top_layer', 'met4', ''),
('synth', 'synthDistinctLibCells', '37', ''),
('worst_setup_path', 'timing_worst_setup_path_type', 'flip-flop to flip-flop', ''),
('route', 'route.layer.met1.wl', '1940', 'um'),
('synth', 'ys_cells', '201', ''),
('global_routing', 'number_of_global_route_vias_before_repair', '1367', ''),
('route', 'drc', '0', ''),
('worst_setup_path', 'cp_data_required_time', '6440', 'ps'),
('clock_network', 'cts_resized', '0', ''),
('clock_network', 'ctsHoldBuffers', '0', ''),
('sta', 'maxSlewHeadroom', '0.615', ''),
('clock_network', 'tritoncts.num_buffers', '5', ''),
('die', 'coreArea', '7330', 'um2'),
('synth', 'yosysChipArea', '2300', 'um2'),
('run', 'warnings', '27', ''),
('die', 'chip_area', '8040', 'um2'),
('route', 'detailed_route_iter0_violations', '108', ''),
('power_and_ir_drop', 'cellPowerDensity', '189', 'nW/um2'),
('worst_setup_path', 'crit-reg2reg-capture', 'NAD.licznik[28]', ''),
('worst_setup_path', 'critPathLaunchType', 'flip-flop', ''),
('power_and_ir_drop', 'ir_drop', '0.108', 'mV'),
('worst_setup_path', 'cp_max_fo', '32', ''),
('sta', 'finalWorstPathRequiredPeriod', '2540', 'ps'),
('synth', 'enable_flop_cells', '39', ''),
('global_routing', 'antenna_found_initial', '0', ''),
('worst_hold_path', 'whs_path_cells', '1', ''),
('worst_setup_path', 'critPathArrivalTime', '2480', 'ps'),
('sta', 'final_max_slew_viol_count', '0', ''),
('clock_network', 'htreeDepth', '2', ''),
('synth', 'syn_area', '2300', 'um2'),
('clock_network', 'clock_tree_from_tritoncts', 'built', ''),
('sta', 'final.period_utilization', '0.391', ''),
('placed_design', 'place.gp.congestion', '0.758', ''),
('worst_setup_path', 'critical-path-max-stage-delay', '580', 'ps'),
('route', 'via_per_inst', '4.81', ''),
('global_routing', 'overflow', '0', ''),
('clock_network', 'clk-insertion-delay-late', '290', 'ps'),
('route', 'routed_wire_length_per_instance', '12.4', 'um'),
('sta', 'final_hold_violation_count', '0', ''),
('clock_network', 'cts.repair_timing.setup_buffer_count', '0', ''),
('global_routing', 'grt_start_max_net_pins', '33', ''),
('power_and_ir_drop', 'p_leak', '1.02', 'nW'),
('route', 'drt-total-wl', '3740', 'um'),
('worst_setup_path', 'reg2reg_depth', '6', ''),
('synth', 'post_synth_inst_count', '201', ''),
('run', 'max_cap_violations', '0', ''),
('die', 'chipWidth', '89.7', 'um'),
('worst_hold_path', 'hold_end', 'NAD.licznikBIT[0]', ''),
('placed_design', 'place.detailed.hpwl', '2350', 'um'),
('global_routing', 'grt_util_overall', '0.108', ''),
('synth', 'netlist.top_cell.by_area', 'sky130_fd_sc_hd__edfxtp_1', ''),
('route', 'detailroute.wirelength.met2', '1650', 'um'),
('route', 'antenna_cells', '0', '');
## flip-flops by register name (all words and copies together), names as in the netlist
register / cells
NAD.tx: 1
NAD.licznikBIT: 3
NAD.licznik: 32
NAD.SM: 3
## cell families (layout without fill, tap and decap cells)
| logic type | after synthesis | after routing | share of synthesized area |
|---|---|---|---|
| adder cells (fa/ha/maj) | 2 | 2 | 0.0109 |
| AND-OR/OR-AND | 11 | 11 | 0.0494 |
| AND/OR/NAND/NOR | 104 | 104 | 0.274 |
| buffers and inverters | 14 | 15 | 0.0423 |
| other | 1 | 1 | 0.00163 |
| flip-flops | 39 | 39 | 0.508 |
| XOR/XNOR | 30 | 30 | 0.114 |
## cell usage in the layout (no fill, tap or decap), drive strengths merged, types with 4 or more instances in the layout
master,instances
or3,4
xor2,26
and3,8
clkbuf,5
nor2,39
edfxtp,39
and4,8
nand4,11
nand2,11
nand3,12
xnor2,4
## worst max-delay path by stage
stage	from	end	slack, ps
CTS	NAD.licznik[29]	NAD.licznik[15]	3940
global route	NAD.licznik[5]	NAD.licznik[15]	3780
finish	NAD.licznik[29]	NAD.licznik[28]	3960
## power by group
group          switching (mW)  internal (mW)
Combinational      0.00000847              0
Clock                  0.0853          0.112
Sequential                  0          0.272
Total                  0.0854          0.384
## metrics by stage
step	setup WS, ps	util	std cells	power (mW)	instance area (um2)
after detailed placement	3960	0.325	293	0.278	2380
after CTS	3940	0.340	301	0.476	2490
after floorplan	3130	-	201	0.278	2300
final	3960	0.340	301	0.470	2490
after global routing	3780	0.340	301	0.486	2490
after global placement	3970	0.325	293	0.278	2380
## cell usage after synthesis, types with 2 or more instances
cell type                  count
sky130_fd_sc_hd__o21ai_0       2
sky130_fd_sc_hd__nor4_1        3
sky130_fd_sc_hd__and2_1        2
sky130_fd_sc_hd__nand3_1      12
sky130_fd_sc_hd__nor2_1        9
sky130_fd_sc_hd__ha_1          2
sky130_fd_sc_hd__nand2_1      11
sky130_fd_sc_hd__a21oi_1       3
sky130_fd_sc_hd__nor3_1        2
sky130_fd_sc_hd__xnor2_1       4
sky130_fd_sc_hd__or3_2         2
sky130_fd_sc_hd__and4_1        7
sky130_fd_sc_hd__clkbuf_1      3
sky130_fd_sc_hd__nor2_4        3
sky130_fd_sc_hd__edfxtp_1     39
sky130_fd_sc_hd__xor2_1       26
sky130_fd_sc_hd__or3_1         2
sky130_fd_sc_hd__buf_6         2
sky130_fd_sc_hd__nand4_1      11
sky130_fd_sc_hd__inv_1         3
sky130_fd_sc_hd__buf_2         2
sky130_fd_sc_hd__nor2_2       27
sky130_fd_sc_hd__and3_1        8
sky130_fd_sc_hd__buf_4         3
## metal layers
layer | track usage | vias up
li1 | - | 729
met1 | 0.180 | 696
met2 | 0.160 | 18
met3 | 0.0204 | 5
met4 | 0.0115 | 0
met5 | 0 | -
## area by class of cell
cell class              count  area share
clock inverters             3      0.0156
well taps                  99      0.0497
repair buffers              4      0.0131
flip-flops and latches     39       0.470
clock buffers               5      0.0276
inverters                   3     0.00452
multi-input cells         148       0.419
Power figures rest on the tool's default switching activity, not on a simulated workload.
